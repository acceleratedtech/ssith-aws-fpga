### /design/flow/config.mk
export PLATFORM = sky130hd
export DESIGN_NAME = mkDMI_Converter
export DESIGN_NICKNAME = mkDMI_Converter
export VERILOG_FILES = /design/flow/design.v
export SDC_FILE = /design/flow/constraint.sdc
export NUM_CORES = 4
export LEC_CHECK = 1
export CORE_AREA = 10 10 82 82
export DIE_AREA = 0 0 92 92
### /design/flow/constraint.sdc
current_design mkDMI_Converter

set clk_period 2.2
set clk_io_pct 0.2

create_clock -name clk0 -period $clk_period [get_ports {CLK}]

set non_clock_inputs [all_inputs -no_clocks]
set_input_delay [expr $clk_period * $clk_io_pct] -clock clk0 $non_clock_inputs
set_output_delay [expr $clk_period * $clk_io_pct] -clock clk0 [all_outputs]
### /design/flow/design.v
module FIFO2(CLK,
             RST,
             D_IN,
             ENQ,
             FULL_N,
             D_OUT,
             DEQ,
             EMPTY_N,
             CLR);
   parameter width = 1;
   parameter guarded = 1;
   input     CLK ;
   input     RST ;
   input [width - 1 : 0] D_IN;
   input                 ENQ;
   input                 DEQ;
   input                 CLR ;
   output                FULL_N;
   output                EMPTY_N;
   output [width - 1 : 0] D_OUT;
   reg                    full_reg;
   reg                    empty_reg;
   reg [width - 1 : 0]    data0_reg;
   reg [width - 1 : 0]    data1_reg;
   assign                 FULL_N = full_reg ;
   assign                 EMPTY_N = empty_reg ;
   assign                 D_OUT = data0_reg ;
   wire                   d0di = (ENQ && ! empty_reg ) || ( ENQ && DEQ && full_reg ) ;
   wire                   d0d1 = DEQ && ! full_reg ;
   wire                   d0h = ((! DEQ) && (! ENQ )) || (!DEQ && empty_reg ) || ( ! ENQ &&full_reg) ;
   wire                   d1di = ENQ & empty_reg ;
   // synopsys translate_off
   initial
     begin
        data0_reg   = {((width + 1)/2) {2'b10}} ;
        data1_reg  = {((width + 1)/2) {2'b10}} ;
        empty_reg = 1'b0;
        full_reg  = 1'b1;
     end  
   // synopsys translate_on
   always@(posedge CLK )
     begin
        if (RST == 1'b0)
          begin
             empty_reg <=  1'b0;
             full_reg  <=  1'b1;
          end  
        else
          begin
             if (CLR)
               begin
                  empty_reg <=  1'b0;
                  full_reg  <=  1'b1;
               end  
             else if ( ENQ && ! DEQ )  
               begin
                  empty_reg <=  1'b1;
                  full_reg <=  ! empty_reg ;
               end
             else if ( DEQ && ! ENQ )
               begin
                  full_reg  <=  1'b1;
                  empty_reg <=  ! full_reg;
               end  
          end  
     end  
   always@(posedge CLK )
     begin
          begin
             data0_reg  <= 
                           {width{d0di}} & D_IN | {width{d0d1}} & data1_reg | {width{d0h}} & data0_reg ;
             data1_reg <= 
                          d1di ? D_IN : data1_reg ;
          end  
     end  
   // synopsys translate_off
   always@(posedge CLK)
     begin: error_checks
        reg deqerror, enqerror ;
        deqerror =  0;
        enqerror = 0;
        if (RST == ! 1'b0)
          begin
             if ( ! empty_reg && DEQ )
               begin
                  deqerror =  1;
                  $display( "Warning: FIFO2: %m -- Dequeuing from empty fifo" ) ;
               end
             if ( ! full_reg && ENQ && (!DEQ || guarded) )
               begin
                  enqerror = 1;
                  $display( "Warning: FIFO2: %m -- Enqueuing to a full fifo" ) ;
               end
          end
     end  
   // synopsys translate_on
endmodule
module mkDMI_Converter(CLK,
		       RST_N,
		       blasted_req_ready_x,
		       blasted_req_valid,
		       blasted_req_bits_addr,
		       blasted_req_bits_data,
		       blasted_req_bits_op,
		       blasted_resp_ready,
		       blasted_resp_valid_x,
		       blasted_resp_bits_data_x,
		       blasted_resp_bits_resp_x,
		       dmi_read_addr_dm_addr,
		       EN_dmi_read_addr,
		       RDY_dmi_read_addr,
		       EN_dmi_read_data,
		       dmi_read_data,
		       RDY_dmi_read_data,
		       dmi_write_dm_addr,
		       dmi_write_dm_word,
		       EN_dmi_write,
		       RDY_dmi_write);
  input  CLK;
  input  RST_N;
  input  blasted_req_ready_x;
  output blasted_req_valid;
  output [6 : 0] blasted_req_bits_addr;
  output [31 : 0] blasted_req_bits_data;
  output [1 : 0] blasted_req_bits_op;
  output blasted_resp_ready;
  input  blasted_resp_valid_x;
  input  [31 : 0] blasted_resp_bits_data_x;
  input  [1 : 0] blasted_resp_bits_resp_x;
  input  [6 : 0] dmi_read_addr_dm_addr;
  input  EN_dmi_read_addr;
  output RDY_dmi_read_addr;
  input  EN_dmi_read_data;
  output [31 : 0] dmi_read_data;
  output RDY_dmi_read_data;
  input  [6 : 0] dmi_write_dm_addr;
  input  [31 : 0] dmi_write_dm_word;
  input  EN_dmi_write;
  output RDY_dmi_write;
  wire [31 : 0] blasted_req_bits_data, dmi_read_data;
  wire [6 : 0] blasted_req_bits_addr;
  wire [1 : 0] blasted_req_bits_op;
  wire RDY_dmi_read_addr,
       RDY_dmi_read_data,
       RDY_dmi_write,
       blasted_req_valid,
       blasted_resp_ready;
  wire w_req_valid$whas;
  wire ff_reading$CLR,
       ff_reading$DEQ,
       ff_reading$D_IN,
       ff_reading$D_OUT,
       ff_reading$EMPTY_N,
       ff_reading$ENQ,
       ff_reading$FULL_N;
  wire [6 : 0] x_wget__h145;
  wire [1 : 0] x_wget__h285;
  assign blasted_req_valid = w_req_valid$whas ;
  assign blasted_req_bits_addr = w_req_valid$whas ? x_wget__h145 : 7'd0 ;
  assign blasted_req_bits_data = EN_dmi_write ? dmi_write_dm_word : 32'd0 ;
  assign blasted_req_bits_op = w_req_valid$whas ? x_wget__h285 : 2'd0 ;
  assign blasted_resp_ready = ff_reading$EMPTY_N ;
  assign RDY_dmi_read_addr = blasted_req_ready_x && ff_reading$FULL_N ;
  assign dmi_read_data =
	     (blasted_resp_bits_resp_x == 2'd0) ?
	       blasted_resp_bits_data_x :
	       32'hAAAAAAAA ;
  assign RDY_dmi_read_data =
	     ff_reading$EMPTY_N && ff_reading$D_OUT && blasted_resp_valid_x ;
  assign RDY_dmi_write = blasted_req_ready_x && ff_reading$FULL_N ;
  FIFO2 #(.width(32'd1), .guarded(32'd1)) ff_reading(.RST(RST_N),
						     .CLK(CLK),
						     .D_IN(ff_reading$D_IN),
						     .ENQ(ff_reading$ENQ),
						     .DEQ(ff_reading$DEQ),
						     .CLR(ff_reading$CLR),
						     .D_OUT(ff_reading$D_OUT),
						     .FULL_N(ff_reading$FULL_N),
						     .EMPTY_N(ff_reading$EMPTY_N));
  assign w_req_valid$whas = EN_dmi_read_addr || EN_dmi_write ;
  assign ff_reading$D_IN = !EN_dmi_write ;
  assign ff_reading$ENQ = EN_dmi_write || EN_dmi_read_addr ;
  assign ff_reading$DEQ =
	     ff_reading$EMPTY_N && !ff_reading$D_OUT &&
	     blasted_resp_valid_x ||
	     EN_dmi_read_data ;
  assign ff_reading$CLR = 1'b0 ;
  assign x_wget__h145 =
	     EN_dmi_read_addr ? dmi_read_addr_dm_addr : dmi_write_dm_addr ;
  assign x_wget__h285 = EN_dmi_read_addr ? 2'd1 : 2'd2 ;
endmodule   
### /design/flow/run.sh
#!/bin/bash
# OpenROAD 26Q1-2900-gdf79404cd8, Yosys 0.63+post, stock flow scripts
make -C /OpenROAD-flow-scripts/flow DESIGN_CONFIG=/design/flow/config.mk WORK_HOME=/design/flow/orfs finish
==> metrics.yaml <==
final_timing:
  fmax_mhz: 469.2
  finalHoldViolCount: 0
  relSlewSlack_pct: 83.82
  setup_violations: 0
  worstMarginPinSlew_ns: 0.2423
  slew_viol_final: 0
  skew_ns: 0.005235
  grt_setup_unrepaired: "false"
  min_period_ns: 2.131
  final.period_utilization_pct: 96.87
  setup_slack_ns: 0.06880
clock_tree:
  cts.sinks: 4
  cts_root_buffer: "clkbuf_8"
  insertion_delay_ns: 0.22
  path_clk_slew_ns: 0.03
  cts_post_setup_buffers_inserted: 0
  h-tree-depth: 1
  cts_buffer_depth: 2
  numCtsBuffers: 3
  cts_tree: "yes"
  hold_buffers: 0
logic_synthesis:
  synth.area.top_cells: "and2_1 38%, or3_1 13%, a22o_1 8.0%"
  top_area_cell: "and2_1"
  synthDistinctLibCells: 23
  synth_top_area_share_pct: 38.34
  ys_cells: 112
  syn_area_um2: 767.0
  ys_area_um2: 767.0
  synth_flops: 4
  syn_avg_cell_area_um2: 6.848
  netlist_instances: 112
  ys_seq_share_pct: 11.75
  yosys_warnings: 2
die:
  chip_area_um2: 8464
  core_um2: 5075
  io_pins: 165
  fp.dieW_um: 92
  fp_util_pct: 15.11
  die_h_um: 92
  num_rows: 26
worst_setup_path:
  cp_slowest_cell: "clkdlybuf4s50_1"
  crit_arrival_ns: 1.69
  crit_top_cell: "buf_6"
  path_class: "in2out"
  path_buffers: 4
  cp-start-kind: "input pin"
  critPathRequiredTime_ns: 1.76
  end_kind: "output port"
  crit_chain: "dlygate4sd2_1, buf_6, nor2_4, buf_6, and2_1, clkdlybuf4s50_1"
  path_max_fanout: 8
  cp_top_family: "buffers and inverters"
  slowest_delay_ns: 0.48
final_layout:
  logic_area_um2: 624.3
  drive_above_1_share_pct: 8.070
  num-fill-cells: 476
  flop_area_um2: 90.09
  mostFrequentLayoutCell: "clkdlybuf4s50_1"
  final_cell_mix: "160 x clkdlybuf4s50_1, 47 x and2_1, 16 x or3_1"
  instances_no_fill: 355
  fin_area_um2: 2636
  syn2layout_area_growth_pct: 243.7
place:
  dp_cells: 348
  port-buffer-count: 164
  gp_congestion: 0.8266
  place_area_um2: 2541
  pre_cts_ws_ns: -0.1768
  hpwl_um: 4734
routing:
  routedWlPerCell_um: 15.54
  ant_nets: 0
  dr.first_iter.drc_count: 20
  routed_wirelength_um: 5518
  drc: 0
  num_antenna_cells: 0
  via_count: 1337
  dr.pass1.iters: 6
  viasPerCell: 3.766
run:
  maxCapViolations: 0
  warning_count: 27
run_status:
  status: "finished clean"
global_routing:
  grt_pass1_wl_um: 8238
  grt_start_max_net_pins: 35
  grt_antenna_before_repair: 0
  grt_pass1_vias: 1477
  grt_usage_pct: 12.07
  grt-ovfl-total: 0
power:
  ir_drop_mv: 0.1873
  leakage_uw: 0.001049
  power.density_nw_per_um2: 246.0
  power.total_uw: 648.6
worst_hold_path:
  hold_path_class: "reg2reg"
what timing repair did:
item / 4_1_cts / 5_1_grt
cloned: 3 / 0
endpoints found under the hold margin: 0 / 0
pin swaps: 1 / 0
endpoints found under the setup margin: 72 / 8
resized: 13 / 2
worst paths after layout:
check	startpoint	endpoint	slack (ns)	cells past startpoint
worst max register to register	ff_reading.empty_reg$_SDFFE_PN0P_	ff_reading.data0_reg$_DFF_P_	0.53	6
worst max-delay path	blasted_resp_bits_resp_x[1]	dmi_read_data[28]	0.07	6
worst min-delay path	ff_reading.data0_reg$_DFF_P_	ff_reading.data0_reg$_DFF_P_	0.52	1
worst min register to register	ff_reading.data0_reg$_DFF_P_	ff_reading.data0_reg$_DFF_P_	0.52	1
power breakdown:
part	internal (uW)	switching [uW]
combinational	309	87.7
sequential	83.4	7.80
clock	124	37.1
total	516	133
synthesized netlist by cell type:
cell	instances
and2_1	47
or3_1	16
clkbuf_1	8
a22o_1	7
inv_1	6
dfxtp_1	3
ha_1	3
nand2_1	3
a221o_1	2
and2_2	2
nor2_2	2
o21ai_0	2
a21oi_1	1
a31oi_1	1
and2b_2	1
and3_1	1
buf_4	1
edfxtp_1	1
nand2b_1	1
nand3b_1	1
nor2_1	1
nor2b_1	1
o21ai_1	1
metrics by stage:
step	utilization, %	TNS [ns]	hold slack (ns)
after global placement	50.07	-6.495	0.4959
after CTS	51.82	0	0.5107
after detailed placement	50.07	-6.019	0.5074
after floorplan	-	0	0.4717
after global routing	51.95	0	0.5512
final	51.95	0	0.5243
routing by layer:
layer  vias to the layer above  global-route usage, %  routed length (um)
met5                         -                      0                   0
met3                         4                  3.871                 395
met2                        46                  23.76                3169
li1                        715                      -                   -
met1                       572                  12.17                1885
met4                         0                  1.671                  68
layout make-up:
| class | instances | area share, % |
|---|---|---|
| Clock buffer | 4 | 1.709 |
| Tap cell | 70 | 3.322 |
| Sequential cell | 4 | 3.417 |
| Inverter | 6 | 0.8543 |
| Multi-Input combinational cell | 93 | 23.68 |
| Timing Repair Buffer | 178 | 67.01 |
cell families (layout without fill, tap and decap cells):
| kind of cell | count (synthesis) | count (layout) | synth area share [%] |
|---|---|---|---|
| fa+ha+maj | 3 | 3 | 4.894 |
| simple gates | 76 | 76 | 61.50 |
| flops | 4 | 4 | 11.75 |
| compound gates | 14 | 14 | 14.03 |
| buf+inv | 15 | 188 | 7.831 |
Power figures rest on the tool's default switching activity, not on a simulated workload.
